<file path="run.sh">
#!/bin/bash
# OpenROAD 26Q1-2900-gdf79404cd8, Yosys 0.63+post, stock flow scripts
make -C /OpenROAD-flow-scripts/flow DESIGN_CONFIG=/design/flow/config.mk WORK_HOME=/design/flow/orfs finish
</file>
<file path="config.mk">
export PLATFORM = sky130hd
export DESIGN_NAME = mag_compare
export DESIGN_NICKNAME = mag_compare
export VERILOG_FILES = /design/flow/design.v
export SDC_FILE = /design/flow/constraint.sdc
export NUM_CORES = 4
export LEC_CHECK = 1
export CORE_AREA = 10 10 70 70
export DIE_AREA = 0 0 80 80
</file>
<file path="constraint.sdc">
current_design mag_compare

set clk_period 2.9
set clk_io_pct 0.2

create_clock -name clk0 -period $clk_period

set non_clock_inputs [all_inputs -no_clocks]
set_input_delay [expr $clk_period * $clk_io_pct] -clock clk0 $non_clock_inputs
set_output_delay [expr $clk_period * $clk_io_pct] -clock clk0 [all_outputs]
</file>
<file path="design.v">
module mag_compare(A_lt_B,A_eq_B,A_gt_B,A,B);
  output A_lt_B, A_gt_B, A_eq_B;
  input [3:0] A,B;
  assign A_lt_B =(A<B);
  assign A_gt_B =(A>B);
  assign A_eq_B =(A == B);
endmodule
</file>
==> reports/notes.md <==
The placement report lists the number of port buffers as 11. The total buffers and inverters traversed by the critical path is 3, and the remaining max-slew budget at the tightest pin is 86.6%. Per the detail_route report, DRC violations left total 0.

The highest metal layer carrying signal wires in the routed design is met3. The finished layout reports a core utilization of 8.75%. In the final report, the number of hold violations comes to 0. Entering global routing, the biggest net connects 3 pins. The vias per cell works out to 1.95. The flow ran to the end, and the final reports show no timing, DRC or antenna violations.

Per the final layout report, the fraction of cells sized above drive strength 1 comes to 11.1%. The number of max-slew violations in the final report came out at 0. STA classifies the critical path startpoint as an input pin. The clock period could shrink to 2780 ps. The run gives 455 um for the total routed wirelength.

In the per-layer breakdown of the detailed-route log, met1 shows 204 um. The core region is 3420 um^2. Top cell family by delay on the critical path: buffers and inverters.

The worst setup path is captured at an output port. The power per standard cell area came out at 131 nW/um^2. The cell type of the slowest stage on the worst timing path is clkdlybuf4s50_1. The run gives 0 for the total of clock buffers placed in the layout. Setup repair after global routing left no endpoint under its margin. The tools report the floorplan row count as 21. With the starting DRC count in detailed routing at 3, the cell depth of the worst min-delay path is 6. With the register area at 0 um^2, the met2 wire length is 178 um. After layout, the design draws a total of 0.0000392 W. In the final layout, the fill cell count is 399. Per the hold report, the tightest min-delay path originates at B[3].

VDD sags by at most 0.0169 mV. The report lists the cells along the critical path as clkdlybuf4s50_1 > inv_1 > ha_1 > nor2b_4 > o21bai_4 > and2_1 > clkdlybuf4s50_1. The run gives 129 um^2 as the summed standard-cell area reported by yosys.

Type of the worst setup path: input pin to output port. The logs give 0% for the fraction of the yosys area taken by sequential cells and 2200 ps for the data arrival time at the worst-slack endpoint. By instance count, the cell type seen most on the critical path is clkdlybuf4s50_1. The min-delay analysis places its worst path in the category input pin to output port.

For reference, simple AND, OR, NAND and NOR cells occupy 24.3% of the area reported after synthesis. After detailed routing, the met3 layer carries 72 um of wire. The run gives 0 as the hold buffer count at CTS.

Via count of the first global-routing pass: 133. In this run, the synthesized area fraction spent on adder and majority cells is recorded as 38.8%. The initial antenna violation count is 0, and the number of inserted diodes is 0.

The routed layout has 142 vias. Initial core utilization: 3.77%. For this run, the total global-route usage over all layers was measured as 1.43%. In this run the vertical extent of the chip is 80 um.

The number of standard cells reported by yosys came out at 16. The mean area per synthesized cell was 8.05 um^2. In this run the static leakage power is 0.129 nW. Per the run report, area growth between synthesis and finish was 132%. For the count of final setup violators, the log shows 0. The cell-mix breakdown from Yosys lists the XOR/XNOR area share as 0%. For this run the aggregate overflow at the end of global routing stands at 0.

RePlAce ended its routability-driven mode at a weighted congestion of 0.612. Of all nets on the critical path, the largest fanout is 2. The routed wirelength normalized by instance count was 6.23 um. In this build the clock could be raised as far as 0.359 GHz. The area of the die is 6400 um^2, and the worst-margin pin slew is 201 ps. The logs give a warning total of 32. The total I/O pin count was 11. Once the clock tree was built, the setup fixing pass inserted 0 buffers. The largest single stage delay on the critical path is 460 ps. Summing every instance area after synthesis gives 129 um^2.

Grouping non-sequential cells by family puts the most area in adder cells. The number of sequential cells reported for the layout is 0. The run gives 0% for the area fraction in mux cells. In the Yosys stats the netlist draws on 9 distinct library cells. Max-cap violations in this run came to 0. The first detailed-routing pass took 2 iterations.

After routing, the total negative slack on setup checks comes to 0 ps. The path with the worst hold slack has its endpoint at A_gt_B. The tally of yosys warning messages came out at 0. After technology mapping, the gate count stands at 16. The run gives 25.2% for the and-or/or-and share of the synthesized area. The data required time at the worst endpoint is 2320 ps, and the x dimension of the die is 80 um. The post-layout period usage of the worst path came out at 96.0%. Number of routed nets with antenna violations: 0. The first global-routing pass estimated 745 um of wire.
Yosys cell counts:
cell type  instances  area [um^2]
nand2_1            2         7.51
nor2_1             1         3.75
ha_1               4         50.1
and2_1             1         6.26
o21bai_4           1         18.8
a21oi_2            1         8.76
nor2b_4            1         13.8
a21oi_1            1         5.00
inv_1              4         15.0
report_power, final:
group / total (W) / switching [W] / internal (W)
Combinational: 0.0000392 / 0.0000125 / 0.0000266
Sequential: 0 / 0 / 0
Clock: 0 / 0 / 0
Total: 0.0000392 / 0.0000125 / 0.0000266
cells in the final DEF (no fill, tap or decap), drive strengths merged:
cell type,n
nor2b,1
nand2,2
clkdlybuf4s50,10
a21oi,2
inv,4
ha,4
and2,1
dlymetal6s2s,1
o21bai,1
nor2,1
how the worst max path moves through the flow:
stage                    end  cells after the start  startpoint  slack [ps]
after CTS             A_gt_B                      7        B[3]          60
after global routing  A_lt_B                      6        B[3]           5
final                 A_lt_B                      7        B[1]         120
logic make-up after synthesis:
group,count (synthesis)
and+or+nand+nor,5
adders and majority gates,4
buffers and inverters,4
AOI/OAI and AO/OA,3
metal layers:
| metal | track usage [%] | vias up |
|---|---|---|
| met4 | 0 | 0 |
| met5 | 0 | - |
| met3 | 0.682 | 0 |
| met1 | 1.91 | 62 |
| met2 | 2.17 | 7 |
| li1 | - | 73 |
layout make-up:
| cell class | count | area, um^2 | share of cell area [%] |
|---|---|---|---|
| Timing Repair Buffer | 11 | 113 | 37.7 |
| Multi-Input combinational cell | 12 | 114 | 38.1 |
| Tap cell | 46 | 57.6 | 19.2 |
| Inverter | 4 | 15.0 | 5.02 |
repair_timing:
action / in CTS / in global routing
gates resized: 0 / 1
endpoints found under the setup margin: 0 / 2
endpoints found under the hold margin: 0 / 0
metrics by stage:
stage | area (um^2) | cells | setup WS, ps | hold slack (ps)
finish | 299 | 73 | 116 | 2060
CTS | 297 | 73 | 62.9 | 2370
global placement | 297 | 73 | 80.6 | 2370
global route | 299 | 73 | 5.28 | 2140
floorplan | 129 | 16 | 1100 | 1390
detailed placement | 297 | 73 | 75.3 | 2370
No activity file was given, so power comes from the tool's default toggle rates.
