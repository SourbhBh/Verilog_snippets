### ./run.sh
#!/bin/bash
# OpenROAD 26Q1-2900-gdf79404cd8, Yosys 0.63+post, stock flow scripts
make -C /OpenROAD-flow-scripts/flow DESIGN_CONFIG=/design/flow/config.mk WORK_HOME=/design/flow/orfs finish
### ./config.mk
export PLATFORM = sky130hd
export DESIGN_NAME = binary_adder
export DESIGN_NICKNAME = binary_adder
export VERILOG_FILES = /design/flow/design.v
export SDC_FILE = /design/flow/constraint.sdc
export NUM_CORES = 4
export LEC_CHECK = 1
export CORE_AREA = 10 10 70 70
export DIE_AREA = 0 0 80 80
### ./constraint.sdc
current_design binary_adder

set clk_period 3.8
set clk_io_pct 0.2

create_clock -name clk0 -period $clk_period

set non_clock_inputs [all_inputs -no_clocks]
set_input_delay [expr $clk_period * $clk_io_pct] -clock clk0 $non_clock_inputs
set_output_delay [expr $clk_period * $clk_io_pct] -clock clk0 [all_outputs]
### ./design.v
module binary_adder(Sum,C_out,A,B,C_in);
  output [3:0] Sum;
  output C_out;
  input [3:0] A,B;
  input C_in;
  assign {C_out,Sum} = A+B+C_in;
endmodule
==> results.json <==
{
  "grt_pass1_vias": 146,
  "critPathMaxStageDelay_ns": 0.46,
  "p_leak_nw": 0.1346,
  "overflow": 0,
  "ys_cells": 16,
  "synth_cell_types": 9,
  "crit_path_end_kind": "output port",
  "route.detailed.drc": 0,
  "ys_area_sq_um": 143.9,
  "num_antenna_cells": 0,
  "warnings": 35,
  "synthMostInstantiatedCell": "inv_1",
  "vias": 153,
  "drtAntennaViolNets": 0,
  "finalCriticalPeriod_ns": 3.405,
  "cts_hold_buf": 0,
  "rsz0062_at_grt": "false",
  "post_cts_buffers": 0,
  "area_growth_pct": 137.4,
  "fill_cells": 407,
  "ios": 14,
  "layout-drive-gt1-share_pct": 3.333,
  "dp_hpwl_um": 483.3,
  "ff_count": 0,
  "drv_cap": 0,
  "peakVddDrop_mv": 0.01453,
  "slew_headroom_pct": 89.42,
  "num_rows": 21,
  "core_util_floorplan_pct": 4.212,
  "hold_violations": 0,
  "top_cell_area_share_pct": 27.83,
  "seqCellArea_sq_um": 0,
  "worstPathRequired_ns": 3.04,
  "largest_area_cell": "fa_1",
  "topCellsByArea": "fa_1 (28%), ha_1 (26%), xnor2_1 (12%)",
  "drv_slew": 0,
  "die_y_um": 80,
  "holdCritPathClass": "in2out",
  "postSynthCellCount": 16,
  "grt_first_pass_wirelength_um": 717,
  "fin_util_pct": 10.00,
  "core_sq_um": 3416,
  "yosys_warnings": 0,
  "port_buffers": 14,
  "ys_seq_share_pct": 0,
  "num-clock-buffers": 0,
  "setup.worst_path.class": "in2out",
  "antenna_found_initial": 0,
  "via_per_inst": 2.013,
  "startpoint_type": "primary input",
  "max_freq_mhz": 293.7,
  "min_period_over_period_pct": 89.60,
  "die_w_um": 80,
  "drtIter0Drc": 1,
  "slowest_stage": "clkdlybuf4s50_1",
  "cts_resized": 0,
  "routabilityCongestion": 0.7699,
  "wl_per_cell_um": 6.645,
  "die_area_sq_um": 6400,
  "p_per_area_nw_per_um2": 132.1,
  "syn_area_sq_um": 143.9,
  "dr.pass1.iters": 2,
  "tightest_slew_ns": 0.1570,
  "cp.arrival_ns": 2.64,
  "worstPathCellList": "clkdlybuf4s50_1 -> fa_1 -> inv_1 -> fa_1 -> inv_1 -> clkdlybuf4s50_1",
  "status": "finished, final reports clean",
  "grt_start_max_net_pins": 4,
  "critPathMaxFanout": 2,
  "setup_violations": 0,
  "avgSynthCellArea_sq_um": 8.993,
  "grtUsageTotal_pct": 1.457,
  "wirelength_um": 505,
  "setup_tns_ns": 0,
  "common_cells": "inv_1 (4), ha_1 (3), fa_1 (2), xnor2_1 (2)"
}
critical path, delay by kind of cell:
| kind | cells | cell delay, ns |
|---|---|---|
| buf+inv | 4 | 1.03 |
| fa+ha+maj | 2 | 0.85 |
per-stage QoR:
step                instance area (sq um)  setup WS [ns]  instances  hold slack, ns    power, W
finish                              341.6         0.3952         76           2.603  0.00004511
global route                        341.6         0.2904         76           2.631  0.00005064
CTS                                 341.6         0.3794         76           2.605  0.00004638
detailed placement                  341.6         0.3851         76           2.605  0.00004605
global placement                    341.6         0.4035         76           2.605  0.00004577
floorplan                           143.9          1.360         16           1.624  0.00001408
final timing paths:
path	cells past startpoint	start	end	slack, ns
setup / recovery	6	A[0]	Sum[1]	0.40
hold / removal	3	C_in	Sum[0]	2.60
cells in the final DEF (no fill, tap or decap):
cell type,Yosys,routed
fa_1,2,2
nand2b_1,1,1
a21o_1,1,1
inv_1,4,4
o21ai_0,1,1
ha_1,3,3
nor2b_1,1,1
xnor2_1,2,2
clkdlybuf4s50_1,0,14
a21oi_2,1,1
report_power, final:
group          internal (W)  leakage (nW)  switching [W]
Clock                     0             0              0
Sequential                0             0              0
Combinational     0.0000321         0.135      0.0000130
Total             0.0000321         0.135      0.0000130
metal layers:
metal	GRT usage, %	vias to the layer above	routed length [um]
li1	-	78	-
met4	0	0	0
met1	1.789	63	192
met2	1.605	12	139
met5	0	-	0
met3	1.818	0	174
kinds of logic after synthesis:
| kind of cell | share of synthesized area [%] |
|---|---|
| compound gates | 14.78 |
| xor+xnor | 12.18 |
| fa+ha+maj | 53.92 |
| buf+inv | 10.43 |
| simple gates | 8.701 |
final cells by class:
cell class,instances,area [sq um],share of cell area (%)
inverters,4,15.01,4.396
multi-input cells,12,128.9,37.73
well taps,46,57.56,16.85
repair buffers,14,140.1,41.03
Power figures rest on the tool's default switching activity, not on a simulated workload.
